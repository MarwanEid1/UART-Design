`./run.sh`:
```
#!/bin/bash
# OpenROAD 26Q1-2900-gdf79404cd8, Yosys 0.63+post, stock flow scripts
make -C /OpenROAD-flow-scripts/flow DESIGN_CONFIG=/design/flow/config.mk WORK_HOME=/design/flow/orfs finish
```
`./config.mk`:
```
export PLATFORM = sky130hd
export DESIGN_NAME = top
export DESIGN_NICKNAME = top
export VERILOG_FILES = /design/flow/design.v
export SDC_FILE = /design/flow/constraint.sdc
export NUM_CORES = 4
export LEC_CHECK = 1
export CORE_UTILIZATION = 30
export SYNTH_HDL_FRONTEND = slang
```
`./constraint.sdc`:
```
current_design top

set clk_period 8.5
set clk_io_pct 0.2

create_clock -name clk0 -period $clk_period [get_ports {clk}]

set non_clock_inputs [all_inputs -no_clocks]
set_input_delay [expr $clk_period * $clk_io_pct] -clock clk0 $non_clock_inputs
set_output_delay [expr $clk_period * $clk_io_pct] -clock clk0 [all_outputs]
```
`./design.v`:
```
package state_enc_one_hot_pkg;
    typedef enum logic [5:0] {
        PRE_FIRST_IDLE = 6'b000001,
        IDLE           = 6'b000010,
        START          = 6'b000100,
        DATA           = 6'b001000,
        PARITY         = 6'b010000,
        STOP           = 6'b100000
    } state_e;
endpackage: state_enc_one_hot_pkg
module FIFO # (
    parameter int W_DATA = 'd8,
    parameter int D_FIFO = 'd8
) (
    input logic clk,
    input logic rst_n,
    input logic wr_en,
    input logic rd_en,
    input logic [W_DATA - 1 : 0] wr_data,
    output logic [W_DATA - 1 : 0] rd_data,
    output logic full,
    output logic empty
);
    localparam int W_PTR = $clog2(D_FIFO);
    logic [W_DATA - 1 : 0] mem [0 : D_FIFO - 1];
    logic [W_PTR : 0] wr_ptr;
    logic [W_PTR : 0] rd_ptr;
    always_comb begin
        full = (wr_ptr [W_PTR - 1 : 0] == rd_ptr [W_PTR - 1 : 0]) && (wr_ptr [W_PTR] != rd_ptr [W_PTR]);
        empty = (wr_ptr == rd_ptr);
    end
    always_ff @(posedge clk or negedge rst_n) begin
        if (!rst_n) begin
            wr_ptr <= 'd0;
            rd_ptr <= 'd0;
            rd_data <= 'd0;
        end
        else begin
            if (wr_en && !full) begin
                mem[wr_ptr [W_PTR - 1 : 0]] <= wr_data;
                wr_ptr <= wr_ptr + 1;
            end
            if (rd_en && !empty) begin
                rd_data <= mem[rd_ptr [W_PTR - 1 : 0]];
                rd_ptr <= rd_ptr + 1;
            end
        end
    end
endmodule: FIFO
import state_enc_one_hot_pkg::*;
module Rx # (
    parameter int W_DATA = 'd8,
    parameter int W_DVSR = 'd16
) (
    input logic clk,
    input logic rst_n,
    input logic [W_DVSR - 1 : 0] dvsr,
    input logic Rx_din,
    output logic [W_DATA - 1 : 0] Rx_dout,
    output logic Rx_done,
    output logic parity_error,
    output logic framing_error
);
    localparam int W_DATA_BIT_NO = $clog2(W_DATA);
    localparam int OVRSMPL = 'd16;
    state_e state, next_state;
    logic [W_DVSR - 1 : 0] tick_no, next_tick_no;
    logic [W_DATA_BIT_NO - 1 : 0] bit_no, next_bit_no;
    integer max_cnt;
    logic [W_DATA - 1 : 0] next_Rx_dout;
    logic next_Rx_done;
    logic next_parity_error;
    logic next_framing_error;
    always_ff @(posedge clk or negedge rst_n) begin
        if (!rst_n) begin
            state <= IDLE;
            tick_no <= 'd0;
            bit_no <= 'd0;
            max_cnt <= 'd0;
        end
        else begin
            state <= next_state;
            tick_no <= next_tick_no;
            bit_no <= next_bit_no;
            max_cnt <= dvsr * OVRSMPL * 'd2;
        end
    end
    always_comb begin
        next_state = state;
        next_tick_no = tick_no;
        next_bit_no = bit_no;
        case (state)
            IDLE: begin
                if (!Rx_din) begin
                    next_state = START;
                end
            end
            START: begin
                if (tick_no >= ((max_cnt / 'd2)) - 'd1) begin
                    next_state = DATA;
                    next_tick_no = 'd0;
                    next_bit_no = 'd0;
                end
                else begin
                    next_tick_no = tick_no + 'd1;
                end
            end
            DATA: begin
                if (tick_no >= (max_cnt - 'd1)) begin
                    next_tick_no = 'd0;
                    if (bit_no >= (W_DATA - 'd1)) begin
                        next_state = PARITY;
                        next_bit_no = 'd0;
                    end
                    else begin
                        next_bit_no = bit_no + 'd1;
                    end
                end
                else begin
                    next_tick_no = tick_no + 'd1;
                end
            end
            PARITY: begin
                if (tick_no >= (max_cnt - 'd1)) begin
                    next_state = STOP;
                    next_tick_no = 'd0;
                end
                else begin
                    next_tick_no = tick_no + 'd1;
                end
            end
            STOP: begin
                if (tick_no >= (max_cnt - 'd1)) begin
                    next_state = IDLE;
                    next_tick_no = 'd0;
                end
                else begin
                    next_tick_no = tick_no + 'd1;
                end
            end
            default: begin
                next_state = IDLE;
                next_tick_no = 'd0;
                next_bit_no = 'd0;
            end
        endcase
    end
    always_ff @(posedge clk or negedge rst_n) begin
        if (!rst_n) begin
            Rx_dout <= 'd0;
            Rx_done <= 'b0;
            parity_error <= 'b0;
            framing_error <= 'b0;
        end
        else begin
            Rx_dout <= next_Rx_dout;
            Rx_done <= next_Rx_done;
            parity_error <= next_parity_error;
            framing_error <= next_framing_error;
        end
    end
    always_comb begin
        next_Rx_dout = Rx_dout;
        next_Rx_done = Rx_done;
        next_parity_error = parity_error;
        next_framing_error = framing_error;
        case (state)
            IDLE: begin
                next_Rx_dout = 'd0;
                next_Rx_done = 'b0;
                next_parity_error = 'b0;
                next_framing_error = 'b0;
            end
            START: begin
                next_Rx_dout = 'd0;
                next_Rx_done = 'b0;
                next_parity_error = 'b0;
                next_framing_error = 'b0;
            end
            DATA: begin
                if (tick_no >= (max_cnt - 'd1)) begin
                    next_Rx_dout = {Rx_din, Rx_dout[W_DATA - 1 : 1]};
                end
            end
            PARITY: begin
                if (tick_no >= (max_cnt - 'd1)) begin
                    if (^Rx_dout != Rx_din) begin
                        next_parity_error = 'b1;
                    end
                    else begin
                        next_parity_error = 'b0;
                    end
                end
            end
            STOP: begin
                if (tick_no >= (max_cnt - 'd1)) begin
                    next_Rx_done = 'b1;
                    if (Rx_din) begin
                        next_framing_error = 'b0;
                    end
                    else begin
                        next_framing_error = 'b1;
                    end
                end
            end
            default: begin
                next_Rx_dout = 'd0;
                next_Rx_done = 'b0;
                next_parity_error = 'b0;
                next_framing_error = 'b0;
            end
        endcase 
    end
endmodule: Rx
import state_enc_one_hot_pkg::*;
module Tx # (
    parameter int W_DATA = 'd8,
    parameter int W_DVSR = 'd16
) (
    input logic clk,
    input logic rst_n,
    input logic [W_DVSR - 1 : 0] dvsr,
    input logic Tx_start,
    input logic [W_DATA - 1 : 0] Tx_din,
    output logic Tx_dout,
    output logic Tx_done
);
    localparam int W_DATA_BIT_NO = $clog2(W_DATA);
    localparam int OVRSMPL = 'd16;
    state_e state, next_state;
    logic [W_DVSR - 1 : 0] tick_no, next_tick_no;
    logic [W_DATA_BIT_NO - 1 : 0] bit_no, next_bit_no;
    integer max_cnt;
    logic next_Tx_dout;
    logic next_Tx_done;
    always_ff @(posedge clk or negedge rst_n) begin
        if (!rst_n) begin
            state <= PRE_FIRST_IDLE;
            tick_no <= 'd0;
            bit_no <= 'd0;
            max_cnt <= 'd0;
        end
        else begin
            state <= next_state;
            tick_no <= next_tick_no;
            bit_no <= next_bit_no;
            max_cnt <= dvsr * OVRSMPL * 'd2;
        end
    end
    always_comb begin
        next_state = state;
        next_tick_no = tick_no;
        next_bit_no = bit_no;
        case (state)
            PRE_FIRST_IDLE: begin
                next_state = IDLE;
            end
            IDLE: begin
                if (Tx_start) begin
                    next_state = START;
                end
            end
            START: begin
                if (tick_no >= (max_cnt - 'd1)) begin
                    next_state = DATA;
                    next_tick_no = 'd0;
                end
                else begin
                    next_tick_no = tick_no + 'd1;
                end
            end
            DATA: begin
                if (tick_no >= (max_cnt - 'd1)) begin
                    next_tick_no = 'd0;
                    if (bit_no >= (W_DATA - 'd1)) begin
                        next_state = PARITY;
                        next_bit_no = 'd0;
                    end
                    else begin
                        next_bit_no = bit_no + 'd1;
                    end
                end
                else begin
                    next_tick_no = tick_no + 'd1;
                end
            end
            PARITY: begin
                if (tick_no >= (max_cnt - 'd1)) begin
                    next_state = STOP;
                    next_tick_no = 'd0;
                end
                else begin
                    next_tick_no = tick_no + 'd1;
                end
            end
            STOP: begin
                if (tick_no >= (max_cnt - 'd1)) begin
                    next_state = IDLE;
                    next_tick_no = 'd0;
                end
                else begin
                    next_tick_no = tick_no + 'd1;
                end
            end
            default: begin
                next_state = IDLE;
                next_tick_no = 'd0;
                next_bit_no = 'd0;
            end
        endcase
    end
    always_ff @(posedge clk or negedge rst_n) begin
        if (!rst_n) begin
            Tx_dout <= 'b1;
            Tx_done <= 'b0;
        end
        else begin
            Tx_dout <= next_Tx_dout;
            Tx_done <= next_Tx_done;
        end
    end
    always_comb begin
        next_Tx_dout = Tx_dout;
        next_Tx_done = Tx_done;
        case (state)
            PRE_FIRST_IDLE: begin
                next_Tx_dout = 'b1;
                next_Tx_done = 'b1;
            end
            IDLE: begin
                next_Tx_dout = 'b1;
                next_Tx_done = 'b0;
            end
            START: begin
                next_Tx_dout = 'b0;
                next_Tx_done = 'b0;
            end
            DATA: begin
                if (bit_no < (W_DATA - 'd1)) begin
                    next_Tx_dout = Tx_din[bit_no];
                end
                else begin
                    next_Tx_dout = Tx_dout;
                end
                next_Tx_done = 'b0;
            end
            PARITY: begin
                next_Tx_dout = ^Tx_din;
                next_Tx_done = 'b0;
            end
            STOP: begin
                next_Tx_dout = 'b1;
                if (tick_no >= (max_cnt - 'd1)) begin
                    next_Tx_done = 'b1;
                end
                else begin
                    next_Tx_done = 'b0;
                end
            end
            default: begin
                next_Tx_dout = 'b1;
                next_Tx_done = 'b0;
            end
        endcase 
    end
endmodule: Tx
module top # (
    parameter int W_DATA = 'd8,
    parameter int W_DVSR = 'd16,
    parameter int D_FIFO = 'd8
) (
    input logic clk,
    input logic rst_n,
    input logic [W_DVSR - 1 : 0] dvsr,
    input logic Rx_din,
    input logic rd_uart,
    input logic wr_uart,
    input logic [W_DATA - 1 : 0] wr_data,
    output logic [W_DATA - 1 : 0] rd_data,
    output logic Tx_dout,
    output logic Rx_full,
    output logic Rx_empty,
    output logic Tx_full,
    output logic parity_error,
    output logic framing_error
);
    logic [W_DATA - 1 : 0] Rx_dout;
    logic Rx_done;
    logic Tx_empty;
    logic Tx_start;
    logic Tx_done;
    logic [W_DATA - 1 : 0] Tx_din;
    assign Tx_start = !Tx_empty;
    Rx # (
        .W_DATA(W_DATA),
        .W_DVSR(W_DVSR)
    ) Rx_inst (
        .clk(clk),
        .rst_n(rst_n),
        .dvsr(dvsr),
        .Rx_din(Rx_din),
        .Rx_dout(Rx_dout),
        .Rx_done(Rx_done),
        .parity_error(parity_error),
        .framing_error(framing_error)
    );
    FIFO # (
        .W_DATA(W_DATA),
        .D_FIFO(D_FIFO)
    ) Rx_fifo_inst (
        .clk(clk),
        .rst_n(rst_n),
        .wr_en(Rx_done),
        .rd_en(rd_uart),
        .wr_data(Rx_dout),
        .rd_data(rd_data),
        .full(Rx_full),
        .empty(Rx_empty)
    );
    Tx # (
        .W_DATA(W_DATA),
        .W_DVSR(W_DVSR)
    ) Tx_inst (
        .clk(clk),
        .rst_n(rst_n),
        .dvsr(dvsr),
        .Tx_start(Tx_start),
        .Tx_din(Tx_din),
        .Tx_dout(Tx_dout),
        .Tx_done(Tx_done)
    );
    FIFO # (
        .W_DATA(W_DATA),
        .D_FIFO(D_FIFO)
    ) Tx_fifo_inst (
        .clk(clk),
        .rst_n(rst_n),
        .wr_en(wr_uart),
        .rd_en(Tx_done),
        .wr_data(wr_data),
        .rd_data(Tx_din),
        .full(Tx_full),
        .empty(Tx_empty)
    );
endmodule: top
```
==> datasheet_impl.txt <==
Characteristics after synthesis and place and route

Parameter                              Value

Yosys
  Async set-reset flop share out of synthesis    46.22%
  Area reported by Yosys stat    0.01100 mm2
  Top area contributor share    34.94%
  Main synth FF type    edfxtp_1
  Cell types with the highest counts after synthesis    edfxtp_1 (128), dfrtp_1 (107), nand2_1 (78)
  Dominant cell type by area after synthesis    edfxtp_1
  Flip-flops with a built-in enable    128
  Synthesized flop and latch total    238
  Number of standard cells reported by yosys    841
  Number of synthesis warnings    0
  Leading cell types by total area after synthesis    edfxtp_1 (35%), dfrtp_1 (24%), mux4_2 (6.8%), ha_1 (3.8%), nand2_1 (2.7%)
  Post-synthesis cell area    0.01100 mm2
  Yosys cell types    70
  Avg Synthesized Cell Area    13.08 um2
  Register area share after synthesis    59.99%
  Post-Synthesis Cells    841
  Cell with the most instances after synthesis    edfxtp_1

Setup path
  Critical Path Sink Type    flip-flop
  Maximum fanout along the worst path    15
  Category of the most critical setup path    flip-flop to flip-flop
  Data required, critical path    8.90 ns
  Crit path launch type    flip-flop
  Worst Path Arrival    5.10 ns

Power
  P_leak    4.910 nW
  Psw    0.0008005 W
  Part of the total power dissipated in the clock network    38.5%
  Fraction of power consumed by combinational cells    15.4%
  Total power density per cell area    240.5 mW/mm2
  Cell internal power dissipation    0.002289 W
  VDD IR max    0.1442 mV
  Part of the power in registers    46.1%
  Switching part of the total power    25.91%

Drt
  Overall via count from detail_route    6,687
  Via-per-instance ratio    4.895
  Met1 wire length    9.743 mm
  Number of nets with antenna violations after detailed routing    0
  Highest metal layer with signal wires    met4
  Remaining routing DRC violations    0
  WL/cell    15.35 um
  Wire length on met2    9.448 mm
  Detailed-route wire length    20.97 mm
  DR iter-0 viols    395
  Drt pass-1 iters    22
  Sum of met3 wire segment lengths after detailed routing    1.382 mm
  Antenna cell count    0

Placement
  Global placement routability congestion    0.8617
  HPWL after detailed placement    13.94 mm
  Count of port buffers added during placement    42
  Number of cells in the design after placement    1,316
  Placed Instance Area    0.01192 mm2

Floorplan
  Core Region    0.03583 mm2
  Die area    0.03744 mm2
  Core utilization before placement    30.71%
  Top-Level Pins    43
  Die Width    193.5 um
  Vertical die dimension    193.5 um
  Number of placement rows    69

GRT
  Total routing usage reported by global routing    12.01%
  Via count of the first global-routing pass    6,717
  Leftover overflow at the end of global routing    0
  Number of antenna violations at the first check in global routing    0
  Wire length of the first global-routing pass    34.93 mm
  Pin count of the biggest net entering global routing    56

Clock network
  Clock root buffer master    clkbuf_16
  Insertion Delay late pin    0.56 ns
  TritonCTS sink count    238
  Post-CTS resize count    0
  Clock tree from TritonCTS    done
  # hold bufs at CTS    0
  Post-CTS setup-driven buffer insertion count    0
  Number of buffers on the longest clock path    3
  Number of buffers inserted during clock tree synthesis    27
  Maximum level of the CTS H-tree    1
  Clock transition at the registers of the reported paths    0.06 ns

Final layout
  Share of cells above drive strength 1    13.26%
  Final Non-Filler Cells    1,366
  Syn-to-layout area delta    16.79%
  Tally of filler cells in the layout    3,402
  Post-route cell area    0.01285 mm2

Final timing
  Number of endpoints failing setup at the final stage    0
  Number of pins with negative max-slew slack in the final report    0
  Portion of the clock cycle consumed by the worst path in the final layout    55.28%
  Total Negative Setup Slacks    0 ns
  Setup Skew    0.03715 ns
  Max Freq    212.8 MHz
  Worst slew margin relative to its limit    36.39%
  Final critical delay including setup and external delays    4.699 ns
  Fin. Hold Viols    0
  RSZ-0062 raised after global routing    false
  Slew @ Worst Pin    0.9454 ns

Flow run
  Count of tool warnings    25
  Number of maximum-capacitance constraint violations    0

Outcome
  Result of the run    completed

Worst hold path
  Hold crit path type    flip-flop to flip-flop
critical path, cell delays in order (launching register included):
cell       delay (ns)
dfrtp_1          0.43
inv_1            0.08
ha_1             0.20
or4b_2           0.71
nor2_1           0.16
xnor2_1          0.14
ha_1             0.35
nand4_1          0.11
nor3b_1          0.20
a222oi_1         0.13
nor3_1           0.24
a211oi_1         0.10
or4_1            0.69
a2111oi_4        0.86
nor3_1           0.14
cell families (layout without fill, tap and decap cells):
group,after synthesis,after routing,share of synthesized area (%)
mux,62,62,9.473
buf+inv,53,117,1.899
compound gates,152,152,9.417
other cells,1,1,0.03409
xor+xnor,55,55,4.504
fa+ha+maj,34,34,3.844
simple gates,246,246,10.84
flops,238,238,59.99
power by group through the flow:
stage | combinational, W | sequential [W] | clock [W]
6_report | 0.000475 | 0.00143 | 0.00119
4_1_cts | 0.000486 | 0.00143 | 0.00123
5_1_grt | 0.000538 | 0.00144 | 0.00127
cells in the final DEF, fill, tap and decap left out, types with 4 or more instances in the layout:
master,count
inv_1,14
a31o_2,11
o21ai_0,56
a211oi_1,4
clkdlybuf4s50_1,41
edfxtp_1,128
clkbuf_1,5
ha_1,33
xor2_1,21
buf_4,12
or4_1,6
dfrtp_1,107
mux2_2,7
clkinv_2,7
and2_1,6
nor4_1,4
a31oi_1,5
a221oi_1,4
and3_1,14
or3_1,5
clkbuf_16,27
nand3_1,18
nor2b_1,5
nand2_1,78
nand2b_1,9
a21o_1,12
a21oi_1,15
nor3_1,22
nor3b_1,6
xnor2_1,33
nor2_1,56
mux2i_1,22
nand4_1,6
o2bb2ai_1,5
bufinv_16,4
mux4_2,33
o22ai_1,4
through the flow:
stage | worst slack, ns | util (%) | hold WS [ns] | power, W
floorplan | 4.494 | - | 0.4257 | 0.001793
global placement | 3.904 | 33.28 | 0.4652 | 0.001923
detailed placement | 3.821 | 33.28 | 0.4715 | 0.001932
CTS | 3.801 | 35.86 | 0.4853 | 0.003141
global route | 3.388 | 35.86 | 0.5036 | 0.003253
finish | 3.801 | 35.86 | 0.4788 | 0.003090
path summary, 6_finish.rpt:
kind	slack, ns	endpoint	startpoint	cells past startpoint
max	3.80	Rx_inst.tick_no[3]$_DFFE_PN0N_	Tx_inst.max_cnt[5]$_DFF_PN0_	14
min	0.48	Rx_fifo_inst.rd_data[1]$_DFFE_PN0P_	Rx_fifo_inst.rd_data[1]$_DFFE_PN0P_	2
max reg2reg	3.80	Rx_inst.tick_no[3]$_DFFE_PN0N_	Tx_inst.max_cnt[5]$_DFF_PN0_	14
min reg2reg	0.48	Rx_fifo_inst.rd_data[1]$_DFFE_PN0P_	Rx_fifo_inst.rd_data[1]$_DFFE_PN0P_	2
max in group asynchronous	6.61	Tx_inst.bit_no[0]$_DFFE_PN0P_	rst_n	2
min in group asynchronous	0.97	Tx_inst.max_cnt[14]$_DFF_PN0_	rst_n	1
layout make-up:
cell class                      count  area (um2)  share of cell area [%]
Sequential cell                   238        6600                   51.37
Tap cell                          461       576.8                   4.489
Inverter                           14       52.55                  0.4090
Timing Repair Buffer               53       500.5                   3.895
Clock buffer                       34       721.9                   5.619
Multi-Input combinational cell    550        4193                   32.63
Clock inverter                     16       203.9                   1.587
per-layer routing:
metal | vias up | track usage, %
met2 | 165 | 18.24
met3 | 27 | 3.822
li1 | 3253 | -
met5 | - | 0
met4 | 0 | 2.193
met1 | 3242 | 17.80
sequential cells by signal (all words and copies together), names as in the netlist, 3 cells and up, named ones only:
name / count
Tx_fifo_inst.mem: 64
Tx_fifo_inst.rd_ptr: 4
Rx_inst.state: 4
Rx_fifo_inst.rd_data: 8
Tx_fifo_inst.rd_data: 8
Tx_fifo_inst.wr_ptr: 4
Tx_inst.max_cnt: 16
Tx_inst.tick_no: 16
Tx_inst.bit_no: 3
Rx_fifo_inst.rd_ptr: 4
Rx_fifo_inst.mem: 64
Rx_inst.tick_no: 16
Tx_inst.state: 5
Rx_fifo_inst.wr_ptr: 4
Rx_inst.bit_no: 3
Rx_inst.Rx_dout: 8
Power is estimated from default activity; no workload was simulated.
